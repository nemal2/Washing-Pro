==> design/flow/design.v <==
`timescale 1ns / 100ps
module AutoClean(
    input clk,
    input reset,
    input clean_trigger,
    output reg cleaning_done
);
    reg [3:0] clean_cycle_counter;
    always @(posedge clk or posedge reset) begin
        if (reset) begin
            clean_cycle_counter <= 0;
            cleaning_done <= 0;
        end else if (clean_trigger) begin
            if (clean_cycle_counter < 4)  
                clean_cycle_counter <= clean_cycle_counter + 1;
            else
                cleaning_done <= 1;
        end else begin
            cleaning_done <= 0;
            clean_cycle_counter <= 0;
        end
    end
endmodule
`timescale 1ns / 100ps
module AutomaticWashingMachine(
    input clk,
    input reset,
    input start,
    input enable_lock,
    input clean_trigger,
    input [1:0] cycle_mode,
    output complete,
    output [7:0] energy_consumed
);
    wire wash_enable, rinse_enable, spin_enable;
    wire water_ready, temp_ready, load_ready, cycle_ready;
    wire detergent_ok, balanced_load, cleaning_done;
    wire lock_active;
    ControlUnit control_unit (
        .clk(clk),
        .reset(reset),
        .start(start),
        .water_ready(water_ready),
        .temp_ready(temp_ready),
        .load_ready(load_ready),
        .wash_enable(wash_enable),
        .rinse_enable(rinse_enable),
        .spin_enable(spin_enable),
        .complete(complete)
    );
    TemperatureControl temp_control (
        .clk(clk),
        .reset(reset),
        .start(start),
        .temp_ready(temp_ready)
    );
    WaterControl water_control (
        .clk(clk),
        .reset(reset),
        .start(start),
        .water_ready(water_ready)
    );
    LoadSensing load_sensing (
        .clk(clk),
        .reset(reset),
        .start(start),
        .load_ready(load_ready)
    );
    CycleCustomization cycle_custom (
        .clk(clk),
        .reset(reset),
        .start(start),
        .cycle_mode(cycle_mode),
        .cycle_ready(cycle_ready),
        .wash_duration(),
        .rinse_duration(),
        .spin_duration()
    );
    SmartSensing smart_sensing (
        .clk(clk),
        .reset(reset),
        .detergent_ok(detergent_ok),
        .balanced_load(balanced_load)
    );
    ChildLock child_lock (
        .clk(clk),
        .reset(reset),
        .enable_lock(enable_lock),
        .lock_active(lock_active)
    );
    AutoClean auto_clean (
        .clk(clk),
        .reset(reset),
        .clean_trigger(clean_trigger),
        .cleaning_done(cleaning_done)
    );
    EnergyMonitor energy_monitor (
        .clk(clk),
        .reset(reset),
        .washing(wash_enable),
        .rinsing(rinse_enable),
        .spinning(spin_enable),
        .energy_consumed(energy_consumed)
    );
endmodule
`timescale 1ns / 100ps
module ChildLock(
    input clk,
    input reset,
    input enable_lock,
    output reg lock_active
);
    always @(posedge clk or posedge reset) begin
        if (reset)
            lock_active <= 0;
        else
            lock_active <= enable_lock;
    end
endmodule
`timescale 1ns / 100ps
module ControlUnit(
    input clk,
    input reset,
    input start,
    input water_ready,
    input temp_ready,
    input load_ready,
    output reg wash_enable,
    output reg rinse_enable,
    output reg spin_enable,
    output reg complete
);
    reg [2:0] current_state, next_state;
    parameter IDLE = 3'b000, WASH = 3'b001, RINSE = 3'b010, SPIN = 3'b011, DONE = 3'b100;
    always @(posedge clk or posedge reset) begin
        if (reset)
            current_state <= IDLE;
        else
            current_state <= next_state;
    end
    always @(*) begin
        wash_enable = 0;
        rinse_enable = 0;
        spin_enable = 0;
        complete = 0;
        case (current_state)
            IDLE: begin
                if (start && water_ready && temp_ready && load_ready)
                    next_state = WASH;
                else
                    next_state = IDLE;
            end
            WASH: begin
                wash_enable = 1;
                next_state = RINSE;
            end
            RINSE: begin
                rinse_enable = 1;
                next_state = SPIN;
            end
            SPIN: begin
                spin_enable = 1;
                next_state = DONE;
            end
            DONE: begin
                complete = 1;
                next_state = IDLE;
            end
            default: next_state = IDLE;
        endcase
    end
endmodule
`timescale 1ns / 100ps
module CycleCustomization(
    input clk,
    input reset,
    input start,
    input [1:0] cycle_mode,   
    output reg cycle_ready,
    output reg [3:0] wash_duration,
    output reg [3:0] rinse_duration,
    output reg [3:0] spin_duration
);
    always @(posedge clk or posedge reset) begin
        if (reset) begin
            wash_duration <= 0;
            rinse_duration <= 0;
            spin_duration <= 0;
            cycle_ready <= 0;
        end else if (start) begin
            case (cycle_mode)
                2'b00: begin
                    wash_duration <= 8;
                    rinse_duration <= 6;
                    spin_duration <= 4;
                end
                2'b01: begin
                    wash_duration <= 4;
                    rinse_duration <= 3;
                    spin_duration <= 2;
                end
                2'b10: begin
                    wash_duration <= 12;
                    rinse_duration <= 8;
                    spin_duration <= 6;
                end
                default: begin
                    wash_duration <= 8;
                    rinse_duration <= 6;
                    spin_duration <= 4;
                end
            endcase
            cycle_ready <= 1;
        end else begin
            cycle_ready <= 0;
        end
    end
endmodule
`timescale 1ns / 100ps
module EnergyMonitor(
    input clk,
    input reset,
    input washing,
    input rinsing,
    input spinning,
    output reg [7:0] energy_consumed
);
    always @(posedge clk or posedge reset) begin
        if (reset)
            energy_consumed <= 0;
        else begin
            if (washing)
                energy_consumed <= energy_consumed + 5;
            else if (rinsing)
                energy_consumed <= energy_consumed + 3;
            else if (spinning)
                energy_consumed <= energy_consumed + 4;
        end
    end
endmodule
`timescale 1ns / 100ps
module LoadSensing(
    input clk,
    input reset,
    input start,
    output reg load_ready
);
    reg [3:0] load_weight;
    always @(posedge clk or posedge reset) begin
        if (reset) begin
            load_weight <= 0;
            load_ready <= 0;
        end else if (start) begin
            if (load_weight < 8)   
                load_weight <= load_weight + 1;
            else
                load_ready <= 1;
        end else begin
            load_ready <= 0;
        end
    end
endmodule
`timescale 1ns / 100ps
module SmartSensing(
    input clk,
    input reset,
    output reg detergent_ok,
    output reg balanced_load
);
    always @(posedge clk or posedge reset) begin
        if (reset) begin
            detergent_ok <= 0;
            balanced_load <= 0;
        end else begin
            detergent_ok <= 1;   
            balanced_load <= 1;   
        end
    end
endmodule
`timescale 1ns / 100ps
module TemperatureControl(
    input clk,
    input reset,
    input start,
    output reg temp_ready
);
    reg [3:0] temp_level;
    always @(posedge clk or posedge reset) begin
        if (reset) begin
            temp_level <= 0;
            temp_ready <= 0;
        end else if (start) begin
            if (temp_level < 8)   
                temp_level <= temp_level + 1;
            else
                temp_ready <= 1;
        end else begin
            temp_ready <= 0;
        end
    end
endmodule
`timescale 1ns / 100ps
module WaterControl(
    input clk,
    input reset,
    input start,
    output reg water_ready
);
    reg [3:0] water_level;
    always @(posedge clk or posedge reset) begin
        if (reset) begin
            water_level <= 0;
            water_ready <= 0;
        end else if (start) begin
            if (water_level < 8)   
                water_level <= water_level + 1;
            else
                water_ready <= 1;
        end else begin
            water_ready <= 0;
        end
    end
endmodule
==> design/flow/run.sh <==
#!/bin/bash
# OpenROAD 26Q1-2900-gdf79404cd8, Yosys 0.63+post, stock flow scripts
make -C /OpenROAD-flow-scripts/flow DESIGN_CONFIG=/design/flow/config.mk WORK_HOME=/design/flow/orfs finish
==> design/flow/config.mk <==
export PLATFORM = sky130hd
export DESIGN_NAME = AutomaticWashingMachine
export DESIGN_NICKNAME = AutomaticWashingMachine
export VERILOG_FILES = /design/flow/design.v
export SDC_FILE = /design/flow/constraint.sdc
export NUM_CORES = 4
export LEC_CHECK = 1
export CORE_AREA = 10 10 103 103
export DIE_AREA = 0 0 113 113
==> design/flow/constraint.sdc <==
current_design AutomaticWashingMachine

set clk_period 2.9
set clk_io_pct 0.2

create_clock -name clk0 -period $clk_period [get_ports {clk}]

set non_clock_inputs [all_inputs -no_clocks]
set_input_delay [expr $clk_period * $clk_io_pct] -clock clk0 $non_clock_inputs
set_output_delay [expr $clk_period * $clk_io_pct] -clock clk0 [all_outputs]
==> impl_table.tex <==
% Yosys + OpenROAD metrics
\begin{tabular}{lr}
\hline
Metric & Value \\
\hline
\multicolumn{2}{l}{\textbf{Run status}} \\
\quad Outcome & complete, no violations \\
\multicolumn{2}{l}{\textbf{Clocking}} \\
\quad H-tree Lvls & 1 \\
\quad Post-CTS setup buffers & 0 \\
\quad Cts hold-fix bufs & 0 \\
\quad Clock sink count & 28 \\
\quad Resized cells post-CTS & 0 \\
\quad Insertion Delay late pin & roughly 0.26 ns \\
\quad Clock-pin transition on the worst setup and hold timing paths & 0.09 ns \\
\quad Maximum root-to-sink buffer count & 2 \\
\quad Number of buffers added by the clock tree synthesis step & 3 \\
\quad CTS tree & built \\
\quad Root buffer cell & sky130\_fd\_sc\_hd\_\_clkbuf\_8 \\
\multicolumn{2}{l}{\textbf{Floorplan}} \\
\quad Die area & 0.01277 sq mm \\
\quad Die Height & 113 um \\
\quad Number of top-level pins & 16 \\
\quad Row count & 33 \\
\quad Std-Cell Core Area & 0.008299 sq mm \\
\quad Horizontal extent of the die & roughly 110 um \\
\quad Init Core Util & 15.08\% \\
\multicolumn{2}{l}{\textbf{Setup path}} \\
\quad Critical Path Source Type & flop \\
\quad Buffering stage count on the worst path with inverters included & 1 \\
\quad Family with the most delay on the worst path & buffers and inverters \\
\quad Highest fanout seen on the critical path & 8 \\
\quad Required time reported for the critical path endpoint & 2.32 ns \\
\quad Max stage delay on crit path & between 0.5 and 0.6 ns \\
\quad CP Class & flop to output pin \\
\quad Critical path data arrival time & about 1.3 ns \\
\quad Kind of capture point of the worst setup path & output pin \\
\quad Standard cell with the maximum stage delay on the critical path & sky130\_fd\_sc\_hd\_\_clkdlybuf4s50\_1 \\
\quad Ordered cell list for the critical path & clkdlybuf4s50\_1 \\
\multicolumn{2}{l}{\textbf{Power and ir drop}} \\
\quad Power per cell area & between 600 and 700 mW/mm\^{}2 \\
\quad Leakage & 0.0006389 uW \\
\quad Maximum resistive drop on vdd & about 290 uV \\
\multicolumn{2}{l}{\textbf{Routing}} \\
\quad Via total after detailed routing & around 740 \\
\quad Post-route DRC violation count & 0 \\
\quad Via density & 3.362 \\
\quad Met3 wire length & $\sim$140 um \\
\quad Routed WL & about 2 mm \\
\quad Length of routed met2 wiring & just over 800 um \\
\quad Iteration count of the initial detailed-routing pass & 4 \\
\quad Antenna cell count & 0 \\
\quad Final antenna-violating net count & 0 \\
\quad Wire length per cell & 8.905 um \\
\quad Top layer in use & met4 \\
\quad M1 wire length & about 1 mm \\
\quad Initial drt markers & 17 \\
\multicolumn{2}{l}{\textbf{Timing}} \\
\quad Fin crit share & 64.13\% \\
\quad Slew at the pin closest to its max-slew limit & 0.5505 ns \\
\quad Clk\_skew & 0.0007012 ns \\
\quad Total Neg Setup Slack & 0 ns \\
\quad Total count of max-transition violations in the final report & 0 \\
\quad Total count of hold-check failures in the final report & 0 \\
\quad Crit path time final & roughly 1.9 ns \\
\quad Final setup violation count & 0 \\
\quad Timing-limited maximum frequency & between 500 and 600 MHz \\
\quad Max-slew headroom at the worst pin & a little over three fifths \\
\quad Unrepaired setup endpoints after global routing & no \\
\multicolumn{2}{l}{\textbf{Flow run}} \\
\quad Number of warnings in the stage logs & 31 \\
\quad Number of violations of the max-capacitance limit & 0 \\
\multicolumn{2}{l}{\textbf{Global route}} \\
\quad Largest net degree at the start of global routing & 16 \\
\quad Via count of the first global-routing pass & approximately 750 \\
\quad Initial antenna violation count & 0 \\
\quad Global-route congestion overflow total & 0 \\
\quad First-pass GRT wire length & between 3 and 4 mm \\
\quad Total GRT Usage & roughly 3.3\% \\
\multicolumn{2}{l}{\textbf{Synth}} \\
\quad Yosys stat cell total & 103 \\
\quad Instance count of the mapped netlist & slightly above 100 \\
\quad Mapped cell area & approximately 0.0013 sq mm \\
\quad Count of unique library cells instantiated by Yosys & 31 \\
\quad Avg Synthesized Cell Area & 12.15 sq um \\
\quad Synthesized chip area reported by yosys & approximately 0.0013 sq mm \\
\quad Register bit count reported by yosys & 28 \\
\quad Yosys synthesis warning count & 9 \\
\quad Post-synthesis sequential area ratio & 56.10\% \\
\multicolumn{2}{l}{\textbf{Min path}} \\
\quad Classification of the worst-slack hold path & flop to flop \\
\multicolumn{2}{l}{\textbf{Place}} \\
\quad Detailed Place HPWL & between 1 and 1.5 mm \\
\quad Routability cong. & between 0.7 and 0.8 \\
\quad Port Buf Inserts & 11 \\
\multicolumn{2}{l}{\textbf{Final layout}} \\
\quad Filler cell count & slightly below 900 \\
\quad Share of final-layout standard cells stronger than drive strength 1 & 9.483\% \\
\quad Area overhead of the layout relative to synthesis & 22.10\% \\
\quad Final design utilization & between 10\% and 20\% \\
\hline
\end{tabular}
-- metrics by stage --
step	cells	hold WS, ns	worst slack (ns)	area (sq um)	power (uW)
after floorplan	103	0.3745	1.464	1251	685.3
after global placement	217	0.4601	0.8638	1473	716.3
after detailed placement	217	0.4502	0.8370	1473	725.7
after CTS	221	0.4818	1.025	1528	960.2
after global routing	221	0.4966	0.9558	1528	1019
final	221	0.4760	1.040	1528	945.6
-- placed cells by master, fill, tap and decap left out, types with 2 or more instances in the layout --
master,instances
sky130_fd_sc_hd__nor2b_1,5
sky130_fd_sc_hd__a21oi_1,4
sky130_fd_sc_hd__nor3_1,2
sky130_fd_sc_hd__a41o_1,3
sky130_fd_sc_hd__mux2_2,3
sky130_fd_sc_hd__clkdlybuf4s50_1,11
sky130_fd_sc_hd__dfrtp_1,27
sky130_fd_sc_hd__nand2_1,7
sky130_fd_sc_hd__xnor2_1,5
sky130_fd_sc_hd__xor2_1,7
sky130_fd_sc_hd__o21ai_0,2
sky130_fd_sc_hd__inv_1,6
sky130_fd_sc_hd__o21a_1,4
sky130_fd_sc_hd__nor2_1,3
sky130_fd_sc_hd__ha_1,7
sky130_fd_sc_hd__clkbuf_8,4
-- final timing paths --
kind	startpoint	end	slack, ns	cells past startpoint
max	energy_monitor.energy_consumed[1]	energy_consumed[1]	1.04	1
min	energy_monitor.energy_consumed[7]	energy_monitor.energy_consumed[7]	0.48	1
max reg2reg	energy_monitor.energy_consumed[0]	energy_monitor.energy_consumed[6]	1.42	6
min reg2reg	energy_monitor.energy_consumed[7]	energy_monitor.energy_consumed[7]	0.48	1
max in group asynchronous	reset	water_control.water_level[0]	1.66	3
min in group asynchronous	reset	energy_monitor.energy_consumed[7]	0.66	2
-- cell families (layout without fill, tap and decap cells) --
group / count (synthesis) / after routing / share of synthesized area [%]
adders and majority gates: 7 / 7 / 7.000
AOI/OAI and AO/OA: 21 / 21 / 12.30
muxes: 3 / 3 / 2.700
and+or+nand+nor: 23 / 23 / 9.501
xor gates and xnor gates: 12 / 12 / 8.400
buffers and inverters: 9 / 22 / 3.999
DFF: 28 / 28 / 56.10
-- flip-flops by register name (all words and copies together), names as in the netlist --
register	cells
temp_control.temp_ready	1
control_unit.current_state	5
temp_control.temp_level	4
energy_monitor.energy_consumed	8
load_sensing.load_ready	1
water_control.water_level	4
water_control.water_ready	1
load_sensing.load_weight	4
-- final cells by class --
cell class,instances,area [sq um],share of cell area (%)
inverter,6,22.52,1.474
timing repair buffer,12,117.6,7.699
tap,105,131.4,8.599
clock buffer,4,55.05,3.604
multi-input combinational,66,499.2,32.68
sequential,28,701.9,45.95
-- per-layer routing --
layer  track usage (%)  vias to the layer above
met1             4.913                      346
met2             4.493                       12
met3             1.335                        2
met5                 0                        -
met4            0.3384                        0
li1                  -                      383
-- report_power, final --
part / switching, uW / internal (uW) / total [uW]
registers: 72.8 / 487 / 560
clock network: 109 / 121 / 230
logic: 62.1 / 93.9 / 156
-- synth_stat cells --
library cell               count  share of area (%)
sky130_fd_sc_hd__buf_2         1               0.40
sky130_fd_sc_hd__nand4_1       1               0.50
sky130_fd_sc_hd__dfrtp_1      27                 54
sky130_fd_sc_hd__nor3_1        2               0.80
sky130_fd_sc_hd__a22oi_1       1               0.60
sky130_fd_sc_hd__nor4_1        1               0.50
sky130_fd_sc_hd__a21oi_2       1               0.70
sky130_fd_sc_hd__nand3b_1      1               0.60
sky130_fd_sc_hd__a21o_1        1               0.60
sky130_fd_sc_hd__or3b_1        1               0.70
sky130_fd_sc_hd__nor2_1        3               0.90
sky130_fd_sc_hd__and3_1        1               0.50
sky130_fd_sc_hd__o21ai_0       2               0.80
sky130_fd_sc_hd__a41o_1        3                2.4
sky130_fd_sc_hd__o211ai_1      1               0.60
sky130_fd_sc_hd__xnor2_1       5                3.5
sky130_fd_sc_hd__ha_1          7                7.0
sky130_fd_sc_hd__nor2b_1       5                2.5
sky130_fd_sc_hd__inv_1         6                1.8
sky130_fd_sc_hd__buf_6         2                1.8
sky130_fd_sc_hd__nand3_1       1               0.40
sky130_fd_sc_hd__nand2_1       7                2.1
sky130_fd_sc_hd__o21a_1        4                2.4
sky130_fd_sc_hd__dfstp_2       1                2.1
sky130_fd_sc_hd__a21oi_1       4                1.6
sky130_fd_sc_hd__a211o_1       1               0.70
sky130_fd_sc_hd__o22ai_1       1               0.50
sky130_fd_sc_hd__o21ai_1       1               0.40
sky130_fd_sc_hd__a211oi_2      1                1.0
sky130_fd_sc_hd__mux2_2        3                2.7
sky130_fd_sc_hd__xor2_1        7                4.9
Power figures rest on the tool's default switching activity, not on a simulated workload.
